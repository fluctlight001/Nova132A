**./design.v**
```verilog
module MEM(
    input wire clk,
    input wire rst,
    input wire [9-1:0] stall,
    input wire [151-1:0] dc_to_mem_bus,
    input wire [31:0] data_sram_rdata,
    output wire [136-1:0] mem_to_wb_bus,
    output wire [104-1:0] mem_to_rf_bus
);
    reg [151-1:0] dc_to_mem_bus_r;
    reg [31:0] data_sram_rdata_r;
    always @ (posedge clk) begin
        if (rst) begin
            dc_to_mem_bus_r <= 151'b0;
            data_sram_rdata_r <= 32'b0;
        end
        else if (stall[6]==1'b1 && stall[7]==1'b0) begin
            dc_to_mem_bus_r <= 151'b0;
            data_sram_rdata_r <= 32'b0;
        end
        else if (stall[6]==1'b0) begin
            dc_to_mem_bus_r <= dc_to_mem_bus;
            data_sram_rdata_r <= data_sram_rdata;
        end
    end
    wire [31:0] mem_pc;
    wire data_ram_en;
    wire data_ram_wen;
    wire [3:0] data_ram_sel;
    wire sel_rf_res;
    wire rf_we;
    wire [4:0] rf_waddr;
    wire [31:0] rf_wdata;
    wire [31:0] ex_result;
    wire [31:0] mem_result;
    wire [66-1:0] hilo_bus;
    wire [7:0] mem_op;
    assign {
        mem_op,          
        hilo_bus,        
        mem_pc,          
        data_ram_en,     
        data_ram_wen,    
        data_ram_sel,    
        sel_rf_res,      
        rf_we,           
        rf_waddr,        
        ex_result        
    } =  dc_to_mem_bus_r;
    wire inst_lb,   inst_lbu,   inst_lh,    inst_lhu,   inst_lw;
    wire inst_sb,   inst_sh,    inst_sw;
    assign {
        inst_lb, inst_lbu, inst_lh, inst_lhu, 
        inst_lw, inst_sb, inst_sh, inst_sw
    } = mem_op;
    wire [7:0] b_data;
    wire [15:0] h_data;
    wire [31:0] w_data;
    assign b_data = data_ram_sel[3] ? data_sram_rdata_r[31:24] : 
                    data_ram_sel[2] ? data_sram_rdata_r[23:16] :
                    data_ram_sel[1] ? data_sram_rdata_r[15: 8] : 
                    data_ram_sel[0] ? data_sram_rdata_r[ 7: 0] : 8'b0;
    assign h_data = data_ram_sel[2] ? data_sram_rdata_r[31:16] :
                    data_ram_sel[0] ? data_sram_rdata_r[15: 0] : 16'b0;
    assign w_data = data_sram_rdata_r;
    assign mem_result = inst_lb     ? {{24{b_data[7]}},b_data} :
                        inst_lbu    ? {{24{1'b0}},b_data} :
                        inst_lh     ? {{16{h_data[15]}},h_data} :
                        inst_lhu    ? {{16{1'b0}},h_data} :
                        inst_lw     ? w_data : 32'b0; 
    assign rf_wdata = sel_rf_res & data_ram_en ? mem_result : ex_result;
    assign mem_to_wb_bus = {
        hilo_bus,    
        mem_pc,      
        rf_we,       
        rf_waddr,    
        rf_wdata     
    };
    assign mem_to_rf_bus = {
        hilo_bus,
        rf_we,
        rf_waddr,
        rf_wdata
    };
endmodule
```
**./run.sh**
```bash
#!/bin/bash
# OpenROAD 26Q1-2900-gdf79404cd8, Yosys 0.63+post, stock flow scripts
make -C /OpenROAD-flow-scripts/flow DESIGN_CONFIG=/design/flow/config.mk WORK_HOME=/design/flow/orfs finish
```
**./config.mk**
```make
export PLATFORM = sky130hd
export DESIGN_NAME = MEM
export DESIGN_NICKNAME = MEM
export VERILOG_FILES = /design/flow/design.v
export SDC_FILE = /design/flow/constraint.sdc
export NUM_CORES = 4
export LEC_CHECK = 1
export CORE_AREA = 10 10 244 244
export DIE_AREA = 0 0 254 254
```
**./constraint.sdc**
```tcl
current_design MEM

set clk_period 5.7
set clk_io_pct 0.2

create_clock -name clk0 -period $clk_period [get_ports {clk}]

set non_clock_inputs [all_inputs -no_clocks]
set_input_delay [expr $clk_period * $clk_io_pct] -clock clk0 $non_clock_inputs
set_output_delay [expr $clk_period * $clk_io_pct] -clock clk0 [all_outputs]
```
==> ci_impl_report.md <==
## Synthesis and layout report

| Metric | Value |
|---|---|
| First-pass GRT wire length | `47900 um` |
| Worst R2R Path Depth | `2` |
| Clock transition at path regs | `70 ps` |
| Nature of the critical path endpoint | `output pin` |
| Critical Path AT | `3230 ps` |
| Slew HR | `0.461` |
| HP Class | `reg -> reg` |
| Post-Syn Instances | `960` |
| Vias per cell | `3.77` |
| Hold Path Origin | `dc_to_mem_bus_r[54]` |
| Reg2reg start | `dc_to_mem_bus_r[41]` |
| Critical Path, Cell by Cell | `a211oi_1 > a211oi_2 > nand3_2 > o211ai_1 > clkdlybuf4s50_1` |
| TritonCTS buffer count | `17` |
| Post-Place Setup Slack | `1840 ps` |
| Crit path depth | `5` |
| Vias in the first global route | `6899` |
| CP Max Fanout | `23` |
| Layout overhead on the synthesized area | `42.5%` |
| All-Layer GR Usage | `0.101` |
| PostCTS Resize Cnt | `0` |
| Clock root buffer | `clkbuf_16` |
| Logic pwr share | `0.169` |
| Leakage | `5.15 nW` |
| Yosys stat area | `8970 um^2` |
| Pint | `0.00221 W` |
| R2r endpoint | `dc_to_mem_bus_r[41]` |
| Critical path buffers and inverters | `1` |
| First-pass DRT Iterations | `5` |
| CP Data Required Time | `4560 ps` |
| Cell taking the most area after synthesis | `dfxtp_1` |
| Share of cells above drive strength 1 | `0.0468` |
| I/O Pins | `434` |
| Final Hold Viols | `0` |
| Slowest cell delay on critical path | `750 ps` |
| Biggest area cells | `dfxtp_1 40%, mux2i_1 20%, buf_4 18%, nor2_1 7.9%, buf_2 2.2%` |
| Avg WL per Cell | `18.3 um` |
| CP Launch Type | `register` |
| Seq/Total Area, Yosys | `0.399` |
| Drt drc | `0` |
| Largest type area fraction | `0.399` |
| Core footprint | `54000 um^2` |
| RSZ-0062 raised after global routing | `no` |
| DRT antenna net count | `0` |
| Pin count of the biggest net entering global routing | `111` |
| Ant. Diodes | `0` |
| # clock sinks | `179` |
| CP max-delay cell | `dfxtp_1` |
| Routed WL | `33900 um` |
| Final Core Density | `0.237` |
| Floorplan Utilization | `0.166` |
| Clk pwr share | `0.372` |
| Period minus WS final | `4370 ps` |
| Post-synth EDFFs | `0` |
| Fmax | `229 MHz` |
| Placer congestion estimate | `0.866` |
| R2R Setup Slk | `4610 ps` |
| Synth Flop Type | `dfxtp_1` |
| Worst VDD drop | `225 uV` |
| Period utilisation layout | `0.767` |
| Vias | `6976` |
| Final setup vio count | `0` |
| Post-synth top cells | `213 x buf_4, 189 x nor2_1, 179 x dfxtp_1, 179 x mux2i_1, 40 x buf_2` |
| Netlist Area Pre-Place | `8970 um^2` |
| Max-cap violations | `0` |
| Cell Type Count | `34` |
| Min-Delay Path Depth | `2` |
| Pwr dens | `234 nW/um^2` |
| Worst-Margin Slew | `808 ps` |
| Hpwl dp | `26500 um` |
| Worst-Skew Late Latency | `480 ps` |
| Reg power frac | `0.459` |
| Die ar. | `64500 um^2` |
| Slew Viols, Final | `0` |
| Top-count cell post-synth | `buf_4` |
| Post-CTS Hold Fix Bufs | `0` |
| Setup TNS | `0 ps` |
| Outcome | `finished clean` |
| Yosys reg bits | `179` |
| Die Wd | `254 um` |
| Sw Ratio | `0.260` |
| Total grt overflow | `0` |
| Synthesized area per cell | `9.35 um^2` |
| Hold Slack | `491 ps` |
| Deepest clock path buffer count | `2` |
| WS Path Type | `reg -> out` |
| Worst setup margin | `1330 ps` |
| Clk_skew | `0 ps` |
| Total number of yosys warnings | `1` |
| Die height | `254 um` |
| CTS tree | `yes` |
| # Post-CTS Setup Buffers | `0` |
| Ys cells | `960` |
| Initial DRC Count | `374` |
| Worst path top cell family by delay | `AND-OR/OR-AND gates` |
| # H-tree levels | `4` |
| Row cnt | `85` |
| Port bufs | `422` |
| Fill cell count | `5689` |
| Initial antenna violation count | `11` |
| P_sw | `0.000778 W` |
| Hold endpoint | `dc_to_mem_bus_r[54]` |
| Log Warnings | `38` |
| Fraction of registers with async set/reset | `0` |
cell type report:
| type | count | area (um^2) | share of cell area |
|---|---|---|---|
| multi-input combinational | 504 | 3470 | 0.271 |
| sequential | 179 | 3580 | 0.280 |
| timing repair buffer | 431 | 4310 | 0.337 |
| clock buffer | 18 | 439 | 0.0343 |
| tap | 696 | 871 | 0.0681 |
| inverter | 8 | 30.0 | 0.00235 |
| clock inverter | 13 | 87.6 | 0.00685 |
power groups by stage:
stage / Clock [W] / Sequential, W / Combinational, W
global route: 0.00122 / 0.00138 / 0.000553
CTS: 0.00118 / 0.00138 / 0.000518
finish: 0.00111 / 0.00137 / 0.000506
cells in the final DEF (no fill, tap or decap), types with 2 or more instances in the layout:
cell	n
nor2_1	189
nand2_1	25
nor2b_1	3
clkbuf_16	17
a21oi_1	8
buf_4	8
a221oi_2	2
nor3_1	7
clkinv_4	2
clkdlybuf4s50_1	421
a22oi_1	23
inv_6	2
clkinvlp_4	3
a21o_1	16
mux2i_1	179
nand3_1	2
inv_1	8
o211ai_1	3
o211ai_2	4
dfxtp_1	179
a221oi_1	13
a211oi_1	8
nand3b_1	9
clkinv_2	6
flip-flops by register name, summed over array words and instances, names as in the netlist:
signal	flops
dc_to_mem_bus_r	147
data_sram_rdata_r	32
through the flow:
stage          cell area (um^2)  std cells  power [W]
6_report                  12800       1849    0.00299
5_1_grt                   12800       1849    0.00316
4_1_cts                   12800       1849    0.00307
3_5_place_dp              12300       1818    0.00192
3_3_place_gp              12300       1818    0.00191
2_1_floorplan              8970        960    0.00165
cell families after synthesis:
family          share of synthesized area
buf+inv                             0.215
simple gates                        0.110
mux                                 0.201
flops                               0.399
compound gates                     0.0749
layer usage:
| metal | part of all wire | track usage |
|---|---|---|
| met3 | 0.12 | 0.0446 |
| met4 | 0.021 | 0.0188 |
| met1 | 0.41 | 0.127 |
| met5 | 0.0013 | 0 |
| met2 | 0.45 | 0.159 |
worst max-delay path by stage:
stage                          startpoint                end  slack (ps)
after CTS             dc_to_mem_bus_r[41]  mem_to_rf_bus[10]        1260
final                 dc_to_mem_bus_r[41]  mem_to_rf_bus[10]        1330
after global routing  dc_to_mem_bus_r[41]  mem_to_rf_bus[10]        1070
tightest hold or removal path: cells and delay by family, from the launching register on:
family           cells  cell delay, ps
flip-flops           1             320
multiplexers         1              60
AND/OR/NAND/NOR      1              70
Power is estimated from default activity; no workload was simulated.
